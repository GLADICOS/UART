**./run.sh**
```bash
#!/bin/bash
# OpenROAD 26Q1-2900-gdf79404cd8, Yosys 0.63+post, stock flow scripts
make -C /OpenROAD-flow-scripts/flow DESIGN_CONFIG=/design/flow/config.mk WORK_HOME=/design/flow/orfs finish
```
**./config.mk**
```make
export PLATFORM = sky130hd
export DESIGN_NAME = UART
export DESIGN_NICKNAME = UART
export VERILOG_FILES = /design/flow/design.v
export SDC_FILE = /design/flow/constraint.sdc
export NUM_CORES = 4
export LEC_CHECK = 1
export CORE_UTILIZATION = 40
```
**./constraint.sdc**
```tcl
current_design UART

set clk_period 6.4
set clk_io_pct 0.2

create_clock -name clk0 -period $clk_period [get_ports {CLK}]

set non_clock_inputs [all_inputs -no_clocks]
set_input_delay [expr $clk_period * $clk_io_pct] -clock clk0 $non_clock_inputs
set_output_delay [expr $clk_period * $clk_io_pct] -clock clk0 [all_outputs]
```
**./design.v**
```verilog
`timescale 1ns/1ns
module UART(
	   input CLK,
	   input RESET,
	   input RX,
	   input START,
	   input [7:0] DATA_TX,
	   input [11:0] WORK_FR,
	   output TX,
	   output [7:0] DATA_RX,
	   output PARITY_RX,
	   output READY_TX,
	   output READY
	  );
	uart_rx RX0 (
			.PCLK(CLK),
			.RESET(RESET),
			.RX_I(RX),
			.DATA_RX_O(DATA_RX),
			.WORK_FR(WORK_FR),
			.READY(READY),
			.PARITY_RX(PARITY_RX)
		      );
	uart_tx TX0 (
			.PCLK(CLK),
			.RESET(RESET),
			.START(START),
			.WORK_FR(WORK_FR),
			.DATA_TX_I(DATA_TX),
			.READY_TX(READY_TX),
			.TX_O(TX)
		    );
endmodule
`timescale 1ns/1ns
module uart_rx#(
		parameter integer WIDTH = 12
	      )
	      (
		input PCLK,
		input RESET,
		input RX_I,
		input [11:0] WORK_FR,
		output reg [7:0] DATA_RX_O,
		output reg PARITY_RX,
		output READY
	      );
localparam [3:0] RX_IDLE   	 = 4'b0000,
	   	 RX_DETECT_START = 4'b0001,	
	   	 RX_TAKE_DATA    = 4'b0010,
	   	 RX_TAKE_PARITY  = 4'b0100,
	   	 RX_HIGH_DETECT  = 4'b1000;
		reg [3:0] state_rx;
		reg [3:0] next_state_rx; 
		reg [WIDTH-1:0] COUNTER;
		reg [3:0] DATA_COUNTER;
		reg AUX;
assign READY  = (state_rx == RX_HIGH_DETECT & COUNTER == 12'd2)?1'b1:1'b0;
always@(*)
begin
	next_state_rx = state_rx;
	case(state_rx)
	RX_IDLE:
	begin
		if(RX_I)
		begin
			next_state_rx = RX_IDLE;			
		end
		else
		begin
			next_state_rx = RX_DETECT_START;
		end
	end
	RX_DETECT_START:
	begin
		if(COUNTER == WORK_FR && AUX == 1'b0)
		begin
			next_state_rx = RX_TAKE_DATA;
		end
		else if(COUNTER != WORK_FR)
		begin
			next_state_rx = RX_DETECT_START;
		end
		else
		begin
			next_state_rx = RX_IDLE;
		end
	end
	RX_TAKE_DATA:
	begin
		if(COUNTER != WORK_FR && DATA_COUNTER != 4'b1000)
		begin
			next_state_rx = RX_TAKE_DATA;
		end
		else if(COUNTER == WORK_FR && DATA_COUNTER != 4'b1000)
		begin
			next_state_rx = RX_TAKE_DATA;
		end
		else if(COUNTER == WORK_FR && DATA_COUNTER == 4'b1000)
		begin
			next_state_rx = RX_TAKE_PARITY;
		end
	end
	RX_TAKE_PARITY:
	begin
		if(COUNTER != WORK_FR)
		begin
			next_state_rx = RX_TAKE_PARITY;
		end
		else
		begin
			next_state_rx = RX_HIGH_DETECT;
		end
	end
	RX_HIGH_DETECT:
	begin
		if(COUNTER != WORK_FR)
		begin
			next_state_rx = RX_HIGH_DETECT;
		end
		else if(COUNTER == WORK_FR && AUX == 1'b0)
		begin
			next_state_rx = RX_HIGH_DETECT;
		end
		else
		begin
			next_state_rx = RX_IDLE;
		end		
	end
	default:
	begin
		next_state_rx = RX_IDLE;
	end
	endcase
end
always@(posedge PCLK)
begin
	if(RESET)
	begin
		state_rx <= RX_IDLE;
		COUNTER<= {WIDTH{1'b0}};
		DATA_COUNTER<= 4'd0;
		DATA_RX_O<=8'd0;
		AUX<= 1'b1;
	end
	else
	begin
		state_rx <= next_state_rx;
		case(state_rx)
		RX_IDLE:
		begin			
			if(RX_I)
			begin
				COUNTER<= {WIDTH{1'b0}};
				DATA_COUNTER<= 4'd0;
			end
			else
			begin
				COUNTER<= COUNTER + 1'b1;	
			end
		end	
		RX_DETECT_START:
		begin
			if(COUNTER == WORK_FR/2'd2)
			begin
				AUX <= RX_I;
				COUNTER<= COUNTER + 1'b1;
			end
			else if(COUNTER < WORK_FR)
			begin
				COUNTER<= COUNTER + 1'b1;
			end
			else
			begin
				COUNTER<= {WIDTH{1'b0}};
			end
		end
		RX_TAKE_DATA:
		begin
			if(DATA_COUNTER != 4'b1000 && COUNTER == WORK_FR/2'd2)
			begin
				DATA_COUNTER<= DATA_COUNTER+1'b1;
				DATA_RX_O[DATA_COUNTER[2:0]]<=RX_I;
				COUNTER<= COUNTER + 1'b1;
			end
			else if(COUNTER < WORK_FR)
			begin
				COUNTER<= COUNTER + 1'b1;
			end
			else
			begin
				COUNTER<= {WIDTH{1'b0}};
			end
		end
		RX_TAKE_PARITY:
		begin
			if(COUNTER == WORK_FR/2'd2)
			begin
				PARITY_RX <= RX_I;
				COUNTER <= COUNTER + 1'b1;
			end
			else if(COUNTER < WORK_FR)
			begin			
				COUNTER <= COUNTER + 1'b1;
			end
			else
			begin
				COUNTER<= {WIDTH{1'b0}};
				AUX <= 1'b0;
			end
		end
		RX_HIGH_DETECT:
		begin
			if(COUNTER == WORK_FR/2'd2)
			begin
				AUX <= RX_I;
				COUNTER<= COUNTER + 1'b1;
			end
			else if(COUNTER < WORK_FR)
			begin
				COUNTER<= COUNTER + 1'b1;
			end
			else
			begin
				COUNTER<= {WIDTH{1'b0}};
			end
			DATA_COUNTER<= 4'd0;
		end
		default:
		begin
			DATA_COUNTER<= 4'd0;
			COUNTER<= {WIDTH{1'b0}};
		end
		endcase
	end
end
endmodule
`timescale 1ns/1ns
module uart_tx#(
			parameter integer WIDTH = 12 
	       )
	      (
		input PCLK,
		input RESET,
		input [7:0] DATA_TX_I,
		input [11:0] WORK_FR,
		input START,
		output TX_O,
		output reg READY_TX
	      );
localparam [11:0] TX_IDLE   = 12'b0000_0000_0000,
	   	  TX_START  = 12'b0000_0000_0001,	
	   	  TX_BIT_1  = 12'b0000_0000_0010,
	   	  TX_BIT_2  = 12'b0000_0000_0100,
	   	  TX_BIT_3  = 12'b0000_0000_1000,
           	  TX_BIT_4  = 12'b0000_0001_0000,
	    	  TX_BIT_5  = 12'b0000_0010_0000,
	   	  TX_BIT_6  = 12'b0000_0100_0000,
             	  TX_BIT_7  = 12'b0000_1000_0000,
      	   	  TX_BIT_8  = 12'b0001_0000_0000,
	   	  TX_PARITY = 12'b0010_0000_0000,
	   	  TX_STOP   = 12'b0100_0000_0000;
	reg [11:0] state_tx;
	reg [11:0] next_state_tx;
	reg [WIDTH-1:0] DELAY_COUNTER;
assign TX_O = (state_tx == TX_START)?1'b0:
	      (state_tx == TX_BIT_1)?DATA_TX_I[0:0]:
	      (state_tx == TX_BIT_2)?DATA_TX_I[1:1]:
	      (state_tx == TX_BIT_3)?DATA_TX_I[2:2]:
	      (state_tx == TX_BIT_4)?DATA_TX_I[3:3]:
	      (state_tx == TX_BIT_5)?DATA_TX_I[4:4]:
	      (state_tx == TX_BIT_6)?DATA_TX_I[5:5]:
	      (state_tx == TX_BIT_7)?DATA_TX_I[6:6]:
	      (state_tx == TX_BIT_8)?DATA_TX_I[7:7]:
	      (state_tx == TX_PARITY)?DATA_TX_I[0:0]^DATA_TX_I[1:1]^DATA_TX_I[2:2]^DATA_TX_I[3:3]^DATA_TX_I[4:4]^DATA_TX_I[5:5]^DATA_TX_I[6:6]^DATA_TX_I[7:7]:
	      (state_tx == TX_STOP)?1'b1:1'b1;
always@(*)
begin
	next_state_tx = state_tx;
	case(state_tx)
	TX_IDLE:
	begin
		if(START == 1'b0)
		begin
			next_state_tx = TX_IDLE;
		end
		else 
		begin
			next_state_tx = TX_START;
		end
	end
	TX_START:
	begin
		if(DELAY_COUNTER != WORK_FR)
		begin
			next_state_tx = TX_START;
		end
		else
		begin
			next_state_tx = TX_BIT_1;
		end
	end
	TX_BIT_1:
	begin
		if(DELAY_COUNTER != WORK_FR)
		begin
			next_state_tx = TX_BIT_1;
		end
		else
		begin
			next_state_tx = TX_BIT_2;
		end
	end
	TX_BIT_2:
	begin
		if(DELAY_COUNTER != WORK_FR)
		begin
			next_state_tx = TX_BIT_2;
		end
		else
		begin
			next_state_tx = TX_BIT_3;
		end
	end
	TX_BIT_3:
	begin
		if(DELAY_COUNTER != WORK_FR)
		begin
			next_state_tx = TX_BIT_3;
		end
		else
		begin
			next_state_tx = TX_BIT_4;
		end		
	end
	TX_BIT_4:
	begin
		if(DELAY_COUNTER != WORK_FR)
		begin
			next_state_tx = TX_BIT_4;
		end
		else
		begin
			next_state_tx = TX_BIT_5;
		end		
	end
	TX_BIT_5:
	begin
		if(DELAY_COUNTER != WORK_FR)
		begin
			next_state_tx = TX_BIT_5;
		end
		else
		begin
			next_state_tx = TX_BIT_6;
		end		
	end
	TX_BIT_6:
	begin
		if(DELAY_COUNTER != WORK_FR)
		begin
			next_state_tx = TX_BIT_6;
		end
		else
		begin
			next_state_tx = TX_BIT_7;
		end		
	end
	TX_BIT_7:
	begin
		if(DELAY_COUNTER != WORK_FR)
		begin
			next_state_tx = TX_BIT_7;
		end
		else
		begin
			next_state_tx = TX_BIT_8;
		end		
	end
	TX_BIT_8:
	begin
		if(DELAY_COUNTER != WORK_FR)
		begin
			next_state_tx = TX_BIT_8;
		end
		else
		begin
			next_state_tx = TX_PARITY;
		end		
	end
	TX_PARITY:
	begin
		if(DELAY_COUNTER != WORK_FR)
		begin
			next_state_tx = TX_PARITY;
		end
		else
		begin
			next_state_tx = TX_STOP;
		end		
	end
	TX_STOP:
	begin
		if(DELAY_COUNTER != WORK_FR)
		begin
			next_state_tx = TX_STOP;
		end
		else
		begin
			next_state_tx = TX_IDLE;
		end
	end
	default:
	begin
		next_state_tx = TX_IDLE;
	end
	endcase
end
always@(posedge PCLK)
begin
	if(RESET)
	begin
		READY_TX <= 1'b1;
		DELAY_COUNTER<= {WIDTH{1'b0}};
		state_tx <= TX_IDLE;
	end
	else
	begin
		state_tx <= next_state_tx;
		case(state_tx)
		TX_IDLE:
		begin
			if(START == 1'b0)
			begin
				READY_TX<= 1'b1;
				DELAY_COUNTER<= {WIDTH{1'b0}};	
			end
			else
			begin
				READY_TX<= 1'b0;
				DELAY_COUNTER <= DELAY_COUNTER + 1'b1;
			end
		end
		TX_START:
		begin
			if(DELAY_COUNTER < WORK_FR)
			begin
				DELAY_COUNTER <= DELAY_COUNTER + 1'b1;
			end
			else 
			begin
				DELAY_COUNTER<= {WIDTH{1'b0}};
			end
		end
		TX_BIT_1:
		begin
			if(DELAY_COUNTER < WORK_FR)
			begin
				DELAY_COUNTER <= DELAY_COUNTER + 1'b1;
			end
			else 
			begin
				DELAY_COUNTER<= {WIDTH{1'b0}};
			end
		end
		TX_BIT_2:
		begin
			if(DELAY_COUNTER < WORK_FR)
			begin
				DELAY_COUNTER <= DELAY_COUNTER + 1'b1;
			end
			else 
			begin
				DELAY_COUNTER<= {WIDTH{1'b0}};
			end
		end
		TX_BIT_3:
		begin
			if(DELAY_COUNTER < WORK_FR)
			begin
				DELAY_COUNTER <= DELAY_COUNTER + 1'b1;
			end
			else 
			begin
				DELAY_COUNTER<= {WIDTH{1'b0}};
			end
		end
		TX_BIT_4:
		begin
			if(DELAY_COUNTER < WORK_FR)
			begin
				DELAY_COUNTER <= DELAY_COUNTER + 1'b1;
			end
			else 
			begin
				DELAY_COUNTER<= {WIDTH{1'b0}};
			end
		end
		TX_BIT_5:
		begin
			if(DELAY_COUNTER < WORK_FR)
			begin
				DELAY_COUNTER <= DELAY_COUNTER + 1'b1;
			end
			else 
			begin
				DELAY_COUNTER<= {WIDTH{1'b0}};
			end
		end
		TX_BIT_6:
		begin
			if(DELAY_COUNTER < WORK_FR)
			begin
				DELAY_COUNTER <= DELAY_COUNTER + 1'b1;
			end
			else 
			begin
				DELAY_COUNTER<= {WIDTH{1'b0}};
			end
		end
		TX_BIT_7:
		begin
			if(DELAY_COUNTER < WORK_FR)
			begin
				DELAY_COUNTER <= DELAY_COUNTER + 1'b1;
			end
			else 
			begin
				DELAY_COUNTER<= {WIDTH{1'b0}};
			end
		end
		TX_BIT_8:
		begin
			if(DELAY_COUNTER < WORK_FR)
			begin
				DELAY_COUNTER <= DELAY_COUNTER + 1'b1;
			end
			else 
			begin
				DELAY_COUNTER <= {WIDTH{1'b0}};
			end
		end
		TX_PARITY:
		begin
			if(DELAY_COUNTER < WORK_FR)
			begin
				DELAY_COUNTER <= DELAY_COUNTER + 1'b1;
			end
			else 
			begin
				DELAY_COUNTER <= {WIDTH{1'b0}};
			end
		end
		TX_STOP:
		begin
			if(DELAY_COUNTER < WORK_FR)
			begin
				DELAY_COUNTER <= DELAY_COUNTER + 1'b1;
			end
			else 
			begin
				DELAY_COUNTER<= {WIDTH{1'b0}};
			end
		end
		default:
		begin
			DELAY_COUNTER<= {WIDTH{1'b1}};
		end
		endcase
	end
end
endmodule
```
==> Table 3: Implementation characteristics <==
Table: implementation figures

Parameter                              Value

Timing
  Maximum operating frequency .................. 230 MHz
  Worst path setup slack after routing .................. just over 2000 ps
  Slew at the pin closest to its max-slew limit .................. 579 ps
  Setup repair after global routing missed its margin .................. no
  Post-layout min period .................. between 4000 and 5000 ps
  Ratio of final minimum period to clock period .................. 68.1%
  Summed negative setup slack over all endpoints .................. 0 ps
  Fin Clk Skew .................. 13.0 ps
  Number of setup violations in the final report .................. 0
  Worst relative slew slack .................. between 60% and 70%
  WHS .................. 503 ps
  Number of pins exceeding their max-slew limit in the final report .................. 0
  Final number of hold-violating endpoints .................. 0

Yosys
  Share of the yosys chip area belonging to registers .................. 33.2%
  Adder Area Share .................. between 10% and 20%
  Cell Type Count .................. around 52
  Number of warnings reported in the yosys synthesis log .................. 2
  Yosys chip area .................. 3410 sq um
  Most frequent cells after synthesis .................. 55 x sky130_fd_sc_hd__dfxtp_1, 37 x sky130_fd_sc_hd__nand2_1, 33 x sky130_fd_sc_hd__nor2_1
  Number of cell instances after yosys synthesis .................. between 300 and 400
  Multiplexer fraction of the synthesized cell area .................. 3.86%
  Most frequent cell after synthesis .................. sky130_fd_sc_hd__dfxtp_1
  Top cell area share .................. 32.3%
  Share of async-settable or async-resettable flops after synthesis .................. 0%
  Dominant Register Cell .................. sky130_fd_sc_hd__dfxtp_1
  Cell area after technology mapping .................. 3410 sq um
  Average size of a mapped cell .................. 8.64 sq um
  Compound-Gate Fraction of Synth Area .................. 14.2%
  Top post-synthesis cells by area .................. sky130_fd_sc_hd__dfxtp_1 32%, sky130_fd_sc_hd__ha_1 11%, sky130_fd_sc_hd__xor2_1 7.2%
  Dominant cell type by area after synthesis .................. sky130_fd_sc_hd__dfxtp_1
  Fraction of the mapped netlist area in simple logic gates .................. 22.9%
  Number of register bits inferred by synthesis .................. approximately 56
  Number of enable flip-flop cells .................. 1
  XOR/XNOR Area Share .................. 10.3%
  Instance tally after logic synthesis .................. 394
  Main logic family .................. simple AND/OR/NAND/NOR gates

Critical path
  Crit path buf inv count .................. 2
  Cell-by-cell listing of the critical path .................. clkdlybuf4s50_1 > xor2_1 > xnor2_1 > xnor2_1 > nand4b_1 > o311ai_0 > a21oi_1 > clkdlybuf4s50_1
  Crit path arrival time .................. 3080 ps
  Critical setup path kind .................. in -> out
  Peak per-stage delay on the critical path .................. 490 ps
  Master of the slowest instance on the critical path .................. sky130_fd_sc_hd__clkdlybuf4s50_1
  Highest net fanout along the worst path .................. 2
  Register-to-Register Setup Slack .................. approximately 4000 ps
  Kind of cell adding the most delay to the critical path .................. buffers and inverters
  Cell count of the worst reg-to-reg path .................. 5
  Kind of end point of the critical path .................. output pin
  Data required time of the critical path .................. 5120 ps
  Capturing point of the worst reg2reg path .................. TX0.DELAY_COUNTER[10]
  Worst flop-to-flop path startpoint .................. TX0.state_tx[4]
  Startpoint type of the worst setup path .................. primary input

Floorplan
  Number of top-level pins .................. 36
  Total die size .................. 8890 sq um
  Die width .................. 94.3 um
  Fraction of the core area occupied by cells at floorplan .................. between 40% and 50%
  Number of cell rows .................. 33
  Core area .................. 8220 sq um
  Height of the die .................. 94.3 um

Detailed routing
  Final routed wire length divided by cell count .................. 13.5 um
  Routed vias .................. between 2000 and 3000
  First-pass iteration count of the detailed router .................. 4
  Number of design rule violations left after detail routing .................. 0
  Via density per instance .................. 5.19
  Antenna diodes .................. 0
  Iteration-0 DRC Markers .................. around 76
  Wire length after detailed routing .................. a little over 7000 um
  Tally of nets with antenna violations remaining after routing .................. 0

Pwr
  Worst IR Drop VDD .................. 140 uV
  Leakage .................. 1.67 nW
  Power after layout .................. 0.751 mW
  PwrDens .................. 187 nW/um^2

Hold path
  Endpoint, Worst Hold .................. RX0.state_rx[0]
  Worst min-delay path startpoint .................. RX0.state_rx[0]
  Cell depth of the worst hold path .................. 2
  Kind of path behind the tightest hold check .................. reg -> reg

Outcome
  Status .................. completed

Clock tree
  Clock buffer count from CTS .................. 5
  Hold Buf Count CTS .................. 0
  Number of H-tree branching levels .................. 2
  Cell at the root of the clock tree .................. sky130_fd_sc_hd__clkbuf_8
  Clock slew at reported path FFs .................. 90 ps
  Clock net sink count .................. 56
  Post-CTS repair timing setup buffer count .................. 0
  Insertion delay at the late pin of the worst-skew pair .................. a little over 300 ps
  Maximum clock path buffer count .................. 2
  Gates resized, CTS repair .................. 0
  CTS tree .................. done

Run
  Number of warnings in the stage logs .................. 29
  MaxCap Viol Count .................. 0

Final layout
  Fraction of layout cells with a size suffix above 1 .................. 4.88%
  Area of all sequential standard cells .................. between 1000 and 1500 sq um
  Filler instances .................. 779
  Area grow syn2layout .................. 17.7%
  Area used by multi-input combinational logic .................. 2130 sq um

Placement
  Placer's final routability congestion estimate .................. 0.829
  Placement-stage worst setup slack .................. 2060 ps
  DP Wirelength .................. 5360 um
  Port Buf Inserts .................. 35

Global route
  Wire length of the first global-routing pass .................. 11900 um
  Pin count of the biggest net entering global routing .................. 42
  Aggregate global-route resource usage .................. 17.2%
  Grt total ovfl .................. 0
  Initial antenna violation count .................. 0
  Vias in the first global route .................. 2529
## final cells by class
| type | count | share of cell area (%) |
|---|---|---|
| Clock inverter | 3 | 1.72 |
| Clock buffer | 5 | 1.72 |
| Multi-Input combinational cell | 301 | 53.2 |
| Inverter | 26 | 2.43 |
| Tap cell | 105 | 3.28 |
| Sequential cell | 56 | 28.2 |
| Timing Repair Buffer | 39 | 9.49 |
## how the worst max path moves through the flow
stage / depth (start not counted) / to / startpoint
CTS: 8 / TX / DATA_TX[2]
global route: 6 / TX / DATA_TX[2]
finish: 8 / TX / DATA_TX[2]
## kinds of logic after synthesis
family          after synthesis
compound gates               71
xor+xnor                     40
fa+ha+maj                    31
buf+inv                      37
flops                        56
mux                          13
simple gates                146
## registers in the layout, indices dropped and copies added (netlist names)
name / count
TX0.state_tx: 12
RX0.DATA_RX_O: 8
RX0.DATA_COUNTER: 4
RX0.COUNTER: 12
TX0.DELAY_COUNTER: 12
RX0.AUX: 1
RX0.state_rx: 5
RX0.PARITY_RX: 1
TX0.READY_TX: 1
## cells in the final DEF (no fill, tap or decap), types with 2 or more instances in the layout
cell type,Yosys,final
sky130_fd_sc_hd__inv_1,26,26
sky130_fd_sc_hd__a21oi_1,24,24
sky130_fd_sc_hd__nor4b_1,2,2
sky130_fd_sc_hd__and3_1,12,12
sky130_fd_sc_hd__or4_1,2,2
sky130_fd_sc_hd__bufinv_16,0,2
sky130_fd_sc_hd__nor4_2,3,3
sky130_fd_sc_hd__xnor2_1,12,12
sky130_fd_sc_hd__a32o_1,2,2
sky130_fd_sc_hd__o211ai_1,3,3
sky130_fd_sc_hd__xor2_1,28,28
sky130_fd_sc_hd__nor4_1,2,2
sky130_fd_sc_hd__nand4_1,10,10
sky130_fd_sc_hd__nand3b_1,2,2
sky130_fd_sc_hd__clkbuf_8,0,5
sky130_fd_sc_hd__clkdlybuf4s50_1,0,35
sky130_fd_sc_hd__nand2_1,37,37
sky130_fd_sc_hd__a21o_1,6,6
sky130_fd_sc_hd__nor2_1,33,33
sky130_fd_sc_hd__and2_1,2,2
sky130_fd_sc_hd__and4_1,2,2
sky130_fd_sc_hd__dfxtp_1,55,55
sky130_fd_sc_hd__nor3_1,13,13
sky130_fd_sc_hd__nor2b_1,8,8
sky130_fd_sc_hd__mux2i_1,12,12
sky130_fd_sc_hd__nand3_1,7,7
sky130_fd_sc_hd__nor3b_1,3,3
sky130_fd_sc_hd__o21ai_0,10,10
sky130_fd_sc_hd__ha_1,31,31
sky130_fd_sc_hd__buf_4,0,4
sky130_fd_sc_hd__a211o_1,2,2
sky130_fd_sc_hd__a211oi_1,12,12
## worst register-to-register path: cells and delay by family (launching register included)
kind / cells / cell delay [ps]
simple gates: 3 / 1200
flops: 1 / 370
compound gates: 2 / 680
## routing by layer
metal / up-vias / track usage [%] / share of wire [%] / wire [um]
met5: - / 0 / 0 / 0
met4: 0 / 2.69 / 1.2 / 86
met3: 6 / 2.06 / 3.3 / 235
met2: 49 / 26.2 / 44 / 3160
met1: 1250 / 27.0 / 52 / 3750
li1: 1472 / - / - / -
## metrics by stage
| step | utilization (%) | cells | cell area [sq um] |
|---|---|---|---|
| final | 48.8 | 535 | 4010 |
| after global routing | 48.8 | 535 | 4010 |
| after CTS | 48.8 | 535 | 4010 |
| after detailed placement | 47.1 | 527 | 3870 |
| after global placement | 47.1 | 527 | 3870 |
| after floorplan | - | 394 | 3410 |
## where the power goes
part           leakage (nW)  switching [mW]  total [mW]  internal [mW]
Combinational          1.14          0.0523      0.0998         0.0475
Clock                0.0687           0.121       0.279          0.158
Sequential            0.456          0.0134       0.372          0.359
Total                  1.67           0.187       0.751          0.564
Power and IR drop assume default switching activity.
